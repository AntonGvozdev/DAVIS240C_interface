### run.sh
#!/bin/bash
# OpenROAD 26Q1-2900-gdf79404cd8, Yosys 0.63+post, stock flow scripts
make -C /OpenROAD-flow-scripts/flow DESIGN_CONFIG=/design/flow/config.mk WORK_HOME=/design/flow/orfs finish
### config.mk
export PLATFORM = sky130hd
export DESIGN_NAME = davis_240
export DESIGN_NICKNAME = davis_240
export VERILOG_FILES = /design/flow/design.v
export SDC_FILE = /design/flow/constraint.sdc
export NUM_CORES = 4
export LEC_CHECK = 1
export CORE_UTILIZATION = 30
### constraint.sdc
current_design davis_240

set clk_period 8.2
set clk_io_pct 0.2

create_clock -name clk0 -period $clk_period [get_ports {clk}]

set non_clock_inputs [all_inputs -no_clocks]
set_input_delay [expr $clk_period * $clk_io_pct] -clock clk0 $non_clock_inputs
set_output_delay [expr $clk_period * $clk_io_pct] -clock clk0 [all_outputs]
### design.v
module davis_240(
input wire clk,
input wire[8:0]AER_bus,
input wire REQ,
input wire SEL,
input wire [31:0] time_stamp,
output wire ACK,
output reg [31:0]data_out,
output reg [31:0]data_out_time     
    );
wire [7:0]AER_Y;
wire [8:0]AER_X;
reg ack = 1'b1;
reg [8:0]X_addr_p = 9'b000000000;
reg [7:0]Y_addr = 0;
reg [31:0]counter = 0;
reg [31:0]counter1 = 0;
reg [31:0]time_r = 0;
reg x_done = 0;
reg y_done = 0;
assign ACK = ack;
assign AER_Y[0] = AER_bus[0];
assign AER_Y[1] = AER_bus[1];
assign AER_Y[2] = AER_bus[2];
assign AER_Y[3] = AER_bus[3];
assign AER_Y[4] = AER_bus[4];
assign AER_Y[5] = AER_bus[5];
assign AER_Y[6] = AER_bus[6];
assign AER_Y[7] = AER_bus[7];
assign AER_X[0] = AER_bus[0];
assign AER_X[1] = AER_bus[1];
assign AER_X[2] = AER_bus[2];
assign AER_X[3] = AER_bus[3];
assign AER_X[4] = AER_bus[4];
assign AER_X[5] = AER_bus[5];
assign AER_X[6] = AER_bus[6];
assign AER_X[7] = AER_bus[7];
assign AER_X[8] = AER_bus[8];
reg temp_sel = 0;  always @(posedge clk) begin temp_sel <= SEL; end
reg SEL_synq = 0;  always @(posedge clk) begin SEL_synq <= temp_sel; end
reg temp = 0;  always @(posedge clk) begin temp <= REQ; end
reg REQ_synq = 0;  always @(posedge clk) begin REQ_synq <= temp; end
reg [8:0]temp_data = 9'b000000000;  always @(posedge clk) begin temp_data <= AER_bus; end
reg [8:0]AER_bus_synq = 9'b000000000;  always @(posedge clk) begin AER_bus_synq <= temp_data; end
reg x_flag = 0;
reg y_flag = 0;
reg all_done = 0;
reg INIT = 0;
reg init_flag = 0;
reg [31:0]init_counter = 0;
always @(posedge clk)
begin
    if ((REQ_synq == 0)&&(SEL_synq == 0)) begin
        INIT <= 1;
    end else begin
    end
end
always @(posedge clk)
begin
    if ((REQ_synq == 0)&&(SEL_synq == 0)) begin
        if (counter == 10'h10) begin  
            counter <= 0;
            ack <= 0;
            y_done <= 1;
            Y_addr <= AER_Y;
        end else begin
            counter <= counter +1;
        end
    end else if ((REQ_synq == 0)&&(SEL_synq == 1)) begin
        if (counter1 == 10'h10) begin  
            counter1 <=0;
            ack <= 0;
            X_addr_p <= AER_X;
            time_r <= time_stamp;
            x_done <= 1;
         end else begin
            counter1 <= counter1 + 1;
         end
    end else if (REQ_synq == 1) begin
        y_done <= 0;
        x_done <= 0;
        ack <=1;
    end else begin end
end
always @(posedge x_done)
begin
    data_out[7:0] <= Y_addr;
    data_out[16:8] <= X_addr_p;
    data_out[31:17] <= 0;
    data_out_time[31:0] <= time_r;
end
endmodule
==> run summary <==
Results of the run.

The I/O pin count is about 110. Once the clock tree was built, the setup fixing pass inserted 0 buffers. Per the post-synthesis report, the number of cells in the design is 403. The tally of nets with antenna violations remaining after routing is 0. In the post-route analysis, the smallest setup slack over all paths is about 5400 ps. The highest clock rate this design can be run at is ~350 MHz. The kind of cell with the highest combined delay along the critical path is buffers and inverters.

Per the OpenROAD floorplan log, the area of the die is between 20,000 and 25,000 sq um. Yosys attributes the largest share of cell area to sky130_fd_sc_hd__edfxtp_1 56%, sky130_fd_sc_hd__dfxtp_1 17%, sky130_fd_sc_hd__xnor2_1 6.4%, sky130_fd_sc_hd__nand4_1 2.1%, sky130_fd_sc_hd__xor2_1 2.1%. By instance count, the leading cell after synthesis is sky130_fd_sc_hd__edfxtp_1. The average routed wire per standard cell is roughly 13 microns.

The final timing report lists clock skew as 9.62 ps. The detailed-placement wirelength estimate is between 7000 and 8000 microns. The highest supply drop recorded on VDD is roughly 0.000091 V. The number of remaining DRC errors is 0. The category of the worst setup path launch point is a flip-flop. The number of cells reported by Yosys stat comes to about 400. The initial antenna violation count is 0. The total chip power is roughly 1.5 mW. The remaining global-route overflow is 0. The adder and majority gate portion of the synthesized area is less than 1%. The largest net degree at the start of global routing is roughly 50. The script computed the net switching share of total power as about 20%. The setup violation total in the final timing report is 0.

The clock transition at the registers of the reported paths is approximately 50 ps. Per the TritonCTS log, the buffer count is 17. Combinational cells account for 3.6% of the total power.

The share of synthesized area occupied by flip-flops and latches is ~73%. OpenSTA lists the critical path startpoint as ack. The area recorded from the Yosys report for this design is roughly 6000 sq um. The count of distinct cell types in the synthesized netlist is 34. The data required time of the critical path is between 6000 and 7000 ps. The number of global-route vias before repair is between 3k and 4k.

The number of buffers on the longest clock path is 2. The simple-gate share of the synthesized area is ~14%. The timer found 49 register pins that no clock reaches; their paths are not timed. The H-tree depth is 4. The number of vias per cell is 4.34. The final core area utilization is between 30% and 40%. The number of warnings reported in the yosys synthesis log is 1.

Setup repair after global routing left no endpoint under its margin. The global-route usage over all layers is ~11%. The final count of hold timing violations is 0.

The logs give a warning total of 27. STA classifies the critical path endpoint as an output port. The post-synthesis instance area is between 6000 and 7000 sq um. In this run, synthesis inferred between 100 and 150 flip-flops with an integrated enable. The diode insertion count for antenna repair is 0. The share of synthesized area in the top cell type comes to 56.0%. The net switching power in the latest report is around 0.31 mW. In this run, synthesis produced a sequential element count of 168.

The prevailing logic family in the synthesized netlist is simple AND/OR/NAND/NOR gates. The core outline area is 20,200 sq um. Adding up every negative setup slack in the final design gives 0 ps. The layout overhead on the synthesized area is 29.8%. The placer's final routability congestion estimate is roughly 0.87. The number of buffers and inverters on the critical path is 1. The routed wire length is ~11,000 microns. Max fanout on the critical path was recorded as 1. The wire length of the first global-routing pass is ~18,000 microns. The synthesized-area fraction occupied by ao, oa, aoi and oai cells is 0.325%. Max-cap violations in this run came to 0. The post-synthesis async set-or-reset flop share is 0%. The mean cell area of the mapped netlist is approximately 15 sq um. The vertical die dimension is around 150 microns. The buffer cell driving the clock tree root is sky130_fd_sc_hd__clkbuf_16. The iteration count recorded for the first detailed-route pass is 15.

The dominant cell type by area after synthesis is sky130_fd_sc_hd__edfxtp_1. Per STA, the worst path is made up of clkdlybuf4s50_1. The number of fill cells is between 1.5k and 2k. The multiplexer share of the synthesized area is 0%.

The transition time at the pin with the least slew margin is ~710 ps. The leakage dissipation is roughly 2.8 nW. In the finished design, the share of the clock period the worst path needs comes to between 30% and 40%.

The shortest clock period the worst path allows after layout is about 2800 ps. The floorplan core density is between 30% and 40%. The kind of critical path is flip-flop to output port. The area fraction in xor and xnor cells is around 8.5%. The headroom to the max-slew limit is 52.5%. The final count of pins violating max slew is 0. 98 endpoints have no timing constraint. The run finished with clean final reports. The critical register-to-register path startpoint is counter1[0].

The post-route netlist has between 10 and 15% of its cells at a drive strength greater than 1. The buffer_ports step reported a buffer count of around 93. The highest cell delay on the worst timing path is approximately 460 ps. The share of total power dissipated in the clock network is 49.2%. The die boundary width is 145 microns. In this run the worst hold path is classified as flip-flop to flip-flop.

The main flop type after synthesis is sky130_fd_sc_hd__edfxtp_1. The clock latency on the worst-skew pair is 400 ps. The number of gates resized after CTS was 0. The sequential power share is a little under half.

The final route contains 3,471 vias. The startpoint identified for the worst hold timing path is temp_sel. Counting instances in the post-synthesis netlist gives the leading cell types as 115 x sky130_fd_sc_hd__edfxtp_1, 53 x sky130_fd_sc_hd__dfxtp_1, 45 x sky130_fd_sc_hd__xnor2_1, 26 x sky130_fd_sc_hd__nand3_1, 21 x sky130_fd_sc_hd__nand4_1.

The number of DRC markers in iteration 0 is just under 200. The worst slack at placement is ~5800 ps. The critical path data arrival time is roughly 1200 ps. For this design, the CTS-stage hold fixing added 0 buffers.

The cell-internal power is between 1 and 1.5 mW. The critical path's slowest cell is sky130_fd_sc_hd__clkdlybuf4s50_1. Dividing total power by cell area gives a power density of between 150 and 200 nW/um^2.

The clock tree from TritonCTS is built. The count of standard-cell rows is roughly 52.
==> power by group through the flow <==
| stage | Combinational, mW | Clock [mW] | Sequential (mW) |
|---|---|---|---|
| after CTS | 0.0562 | 0.769 | 0.719 |
| after global routing | 0.0613 | 0.795 | 0.722 |
| final | 0.0549 | 0.749 | 0.719 |
==> metrics by stage <==
stage	hold slack (ps)	area, sq um	std cells
floorplan	310	6220	417
global placement	312	7400	767
detailed placement	312	7400	767
CTS	325	8000	799
global route	344	8000	799
finish	326	8000	799
==> cell families (layout without fill, tap and decap cells) <==
kind of cell    Yosys count  count (layout)
buf+inv                  27             139
fa+ha+maj                 4               4
other cells               1              15
simple gates            140             140
flops                   168             168
xor+xnor                 60              60
compound gates            3               3
==> layout make-up <==
cell class	count	area [sq um]	share of cell area (%)
multi-input cells	222	1550	19.3
repair buffers	98	968	12.1
clock inverters	14	173	2.16
well taps	270	338	4.22
clock buffers	18	429	5.36
flip-flops and latches	168	4510	56.4
inverters	9	33.8	0.422
==> registers in the layout (all words and copies together) (netlist names) <==
register and count:
Y_addr 8, data_out_time 32, x_done 1, temp_sel 1
ack 1, counter 32, time_r 32, temp 1
counter1 32, data_out 17, SEL_synq 1, X_addr_p 9
REQ_synq 1
==> cell usage in the layout, fill, tap and decap left out, types with 2 or more instances in the layout <==
| master | count |
|---|---|
| sky130_fd_sc_hd__nor3_2 | 2 |
| sky130_fd_sc_hd__xnor2_1 | 45 |
| sky130_fd_sc_hd__nor4_1 | 14 |
| sky130_fd_sc_hd__or2_2 | 2 |
| sky130_fd_sc_hd__nor2b_1 | 3 |
| sky130_fd_sc_hd__buf_4 | 5 |
| sky130_fd_sc_hd__edfxtp_1 | 115 |
| sky130_fd_sc_hd__inv_6 | 4 |
| sky130_fd_sc_hd__bufinv_16 | 3 |
| sky130_fd_sc_hd__dfxtp_1 | 53 |
| sky130_fd_sc_hd__and4_1 | 4 |
| sky130_fd_sc_hd__and3_1 | 5 |
| sky130_fd_sc_hd__nand3_1 | 26 |
| sky130_fd_sc_hd__xor2_1 | 15 |
| sky130_fd_sc_hd__ha_1 | 4 |
| sky130_fd_sc_hd__nand2_1 | 15 |
| sky130_fd_sc_hd__clkbuf_16 | 17 |
| sky130_fd_sc_hd__nor2_1 | 20 |
| sky130_fd_sc_hd__clkdlybuf4s50_1 | 93 |
| sky130_fd_sc_hd__nor3_1 | 5 |
| sky130_fd_sc_hd__inv_1 | 9 |
| sky130_fd_sc_hd__conb_1 | 15 |
| sky130_fd_sc_hd__nor4b_1 | 3 |
| sky130_fd_sc_hd__nand4_1 | 21 |
| sky130_fd_sc_hd__clkinv_2 | 2 |
| sky130_fd_sc_hd__nor4_4 | 4 |
| sky130_fd_sc_hd__clkinv_4 | 3 |
| sky130_fd_sc_hd__nand4_2 | 7 |
==> final timing paths <==
check	cells past startpoint	to	slack [ps]
hold reg to reg	0	SEL_synq	330
setup / recovery	1	ACK	5380
setup reg to reg	7	time_r[4]	5730
hold / removal	0	SEL_synq	330
==> layer usage <==
metal / GRT usage (%) / vias to the layer above / wire (microns)
met5: 0 / - / 0
met4: 1.58 / 0 / 32
met3: 3.62 / 5 / 869
met2: 15.8 / 138 / 4680
met1: 17.7 / 1639 / 5170
li1: - / 1689 / -
Power figures rest on the tool's default switching activity, not on a simulated workload.
