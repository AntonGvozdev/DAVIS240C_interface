--- /design/flow/run.sh ---
#!/bin/bash
# OpenROAD 26Q1-2900-gdf79404cd8, Yosys 0.63+post, stock flow scripts
make -C /OpenROAD-flow-scripts/flow DESIGN_CONFIG=/design/flow/config.mk WORK_HOME=/design/flow/orfs finish
--- /design/flow/config.mk ---
export PLATFORM = sky130hd
export DESIGN_NAME = tx_count
export DESIGN_NICKNAME = tx_count
export VERILOG_FILES = /design/flow/design.v
export SDC_FILE = /design/flow/constraint.sdc
export NUM_CORES = 4
export LEC_CHECK = 1
export CORE_UTILIZATION = 30
--- /design/flow/constraint.sdc ---
current_design tx_count

set clk_period 5.4
set clk_io_pct 0.2

create_clock -name clk0 -period $clk_period [get_ports {new_tx}]

set non_clock_inputs [all_inputs -no_clocks]
set_input_delay [expr $clk_period * $clk_io_pct] -clock clk0 $non_clock_inputs
set_output_delay [expr $clk_period * $clk_io_pct] -clock clk0 [all_outputs]
--- /design/flow/design.v ---
`timescale 1ns / 1ps
module tx_count(
input wire new_tx,
output wire [31:0]tx_counter
);
reg [31:0]counter = 0;   
assign tx_counter = counter;
always @(posedge new_tx)
    begin
        counter <= counter+1;
    end
endmodule
==> results.txt <==
Implementation numbers.

- In this design, the largest share of critical-path delay is due to buffers and inverters.
- After routing the design area is 1773 µm².
- Setup repair after global routing left no endpoint under its margin.
- The worst endpoint required time is 4320 ps.
- The mux contribution to synthesized area is 0.
- The initial detailed-routing violation count is 45.
- Yosys reported a register bit count of 32.
- The critical path is of the register to output pin type.
- The maximum root-to-sink buffer count is 2.
- For the pin with the worst max-slew slack, the measured transition is 570.4 ps.
- The global placer's final weighted congestion is 0.7144.
- The wire length of the first global-routing pass is 4084 µm.
- The routed design shows a wire length per standard cell of 11.47 µm.
- Among the non-sequential cells, simple AND/OR/NAND/NOR gates take the most area.
- The synthesized design contains 0 enable-type register cells.
- The most common logic cells in the final layout are 32 x dfxtp_1, 32 x clkdlybuf4s50_1, 20 x xor2_1.
- The register with the most flip-flops in the layout has 32 of them.
- The total track usage is 0.1170.
- The kind of path behind the tightest hold check is register to register.
- In this run the remaining antenna-violating nets after routing total 0.
- The final worst clock skew is 5.390 ps.
- The antenna cell count is 0.
- The initial antenna violation count is 0.
- The worst-case headroom to the max-slew limit is 0.6187.
- The largest single stage delay on the critical path is 500 ps.
- In this build the clock could be raised as far as 0.4361 GHz.
- The endpoint class of the critical path is an output pin.
- The half-perimeter wire length after placement is 1680 µm.
- The dominant synthesized flop cell is dfxtp_1.
- The number of gates resized after CTS was 0.
- The number of top-level pins is 33.
- Per the OpenROAD power report, leakage power amounts to 0.7089 nW.
- The worst setup path is launched from a register.
- Counting distinct cell types in the post-synthesis netlist gives 24.
- The run finished with clean final reports.
- The critical path buffer and inverter count is 1.
- The clock reaches the later pin of the worst-skew pair after 280 ps.
- The total number of placement rows is 23.
- After floorplanning, the die was sized to cover 4665 µm².
- The number of setup buffers added after CTS is 0.
- Buffers placed on the I/O ports in this run total 32.
- Of the total synthesized cell area, the portion taken by AND, OR, NAND and NOR gates is 0.2723.
- The global route total overflow is 0.
- The post-synthesis share of cell area spent on xor and xnor gates is 0.1992.
- The final timing report derives a shortest allowable period of 2293 ps.
- The largest registers in the layout are counter x32.
- The die height is 68.30 µm.
- In the final report, the number of pins over their slew limit comes to 0.
- Entering global routing, the biggest net connects 12 pins.
- The synthesis warning total is 1.
- The worst-case register-to-register setup slack is 3540 ps.
- From synthesis to final layout, the design area changed by 34.44%.
- The synth_stat.txt file lists the number of cells as 127.
- After detailed routing, the number of remaining DRC violations is 0.
- Max fanout on the critical path was recorded as 6.
- The final cell utilization of the core is 0.4308.
- The area of the core is 4115 µm².
- Per the synthesis report, the AND-OR/OR-AND share of the synthesized area is 0.
- The fraction of the cycle the final worst path needs is 0.4247.
- For this run, the register share of the synthesized area comes to 0.4858.
- The script logs the ratio of routed vias to standard cells as 4.646.
- Data on the critical path arrives at its endpoint at 1210 ps.
- The tool warning count is 25.
- The mean cell area of the mapped netlist is 10.38 µm².
- The yosys-reported design area after synthesis is 1319 µm².
- The area fraction in full adders, half adders and majority gates is 0.009488.
- The hold slack is 455.9 ps.
- The root buffer cell chosen for the clock tree is clkbuf_8.
- The power per cell area is 243.2 nW/µm².
- The clock transition at the registers of the reported paths is 60 ps.
- Counting flops with an async set or reset pin after synthesis yields a share of 0.
- The number of global-route vias before repair is 912.
- The share of post-route cells with drive strength above 1 is 0.1049.
- The final layout reports a setup TNS of 0 ps.
- The post-synthesis instance total is 127.
- The CTS log lists the clock sinks for this run as 32.
- The total via count after detailed routing is 985.
- Per the TritonCTS log, the buffer count is 5.
- The total wire length is 2432 µm.
- The run reported a max-capacitance violation count of 0.
- The maximum vdd drop is 0.1127 mV.
- The effective utilization at floorplan is 0.3205.
- The count of hold buffers inserted by post-cts repair is 0.
- Looking at the critical path, the single cell with the biggest stage delay is clkdlybuf4s50_1.
- Traced cell by cell, the critical path runs through clkdlybuf4s50_1.
- The cell area reported after detailed placement is 1677 µm².
- The register ranked first by flip-flop count is counter.
- The number of setup violations in the final report is 0.
- The die is 68.30 µm wide.
- TritonCTS built the clock tree.
- Hold-check failures listed in the final report amount to 0.
- Total power for the finished layout comes to 0.4311 mW.
- The maximum level of the CTS H-tree is 2.
- The count of TritonRoute iterations in the first routing pass is 4.
- The mapped netlist covers 1319 µm².
-- layer usage --
metal	track usage	wire [µm]
met2	0.1777	1059
met1	0.1650	1190
met4	0.02344	36
met5	0	0
met3	0.03716	145
-- cells by family (layout without fill, tap and decap cells) --
| group | Yosys count | after routing |
|---|---|---|
| adders and majority gates | 1 | 1 |
| buffers and inverters | 9 | 44 |
| xor gates and xnor gates | 30 | 30 |
| and+or+nand+nor | 55 | 55 |
| DFF | 32 | 32 |
-- worst paths after layout --
| path | from | endpoint | cells past startpoint |
|---|---|---|---|
| worst min-delay path | counter[0] | counter[0] | 1 |
| worst max register to register | counter[0] | counter[24] | 5 |
| worst min register to register | counter[0] | counter[0] | 1 |
| worst max-delay path | counter[2] | tx_counter[2] | 1 |
-- through the flow --
stage	setup WS (ps)	cells
after floorplan	3825	127
after global placement	3417	205
after detailed placement	3417	205
after CTS	3102	212
after global routing	3047	212
final	3107	212
-- power by group --
part | total, mW | switching, mW | internal, mW | leakage, nW
Sequential | 0.236 | 0 | 0.236 | 0.258
Combinational | 0.000000401 | 0 | 0 | 0.401
Clock | 0.195 | 0.0818 | 0.113 | 0.0503
Total | 0.431 | 0.0818 | 0.349 | 0.709
-- final cells by class --
cell class | count | area [µm²]
Fill cell | 388 | 2342
Sequential cell | 32 | 640.6
Multi-Input combinational cell | 86 | 634.4
Timing Repair Buffer | 32 | 320.3
Clock buffer | 7 | 96.34
Tap cell | 50 | 62.56
Inverter | 5 | 18.77
-- cell usage after synthesis (2+ instances only) --
cell / instances / area share
xor2_1: 20 / 0.13
nand2_1: 9 / 0.026
dfxtp_1: 32 / 0.49
nor4_1: 4 / 0.019
and3_1: 2 / 0.0095
nor2_1: 6 / 0.017
nand4_1: 3 / 0.014
inv_1: 5 / 0.014
xnor2_1: 10 / 0.066
and4_1: 4 / 0.027
nand3_1: 10 / 0.038
nor4_2: 5 / 0.047
nor3_1: 4 / 0.015
buf_2: 2 / 0.0076
nand3_2: 2 / 0.015
Power is estimated from default activity; no workload was simulated.
