$ cat /design/flow/run.sh
#!/bin/bash
# OpenROAD 26Q1-2900-gdf79404cd8, Yosys 0.63+post, stock flow scripts
make -C /OpenROAD-flow-scripts/flow DESIGN_CONFIG=/design/flow/config.mk WORK_HOME=/design/flow/orfs finish
$ cat /design/flow/constraint.sdc
current_design us_timer

set clk_period 7.5
set clk_io_pct 0.2

create_clock -name clk0 -period $clk_period [get_ports {clk}]

set non_clock_inputs [all_inputs -no_clocks]
set_input_delay [expr $clk_period * $clk_io_pct] -clock clk0 $non_clock_inputs
set_output_delay [expr $clk_period * $clk_io_pct] -clock clk0 [all_outputs]
$ cat /design/flow/design.v
module us_timer(
input wire clk,
output wire [31:0]time_stamp  
    );
reg [31:0]count = 0;
reg [6:0]counter = 0;
assign time_stamp = count;
always@(posedge clk) begin
        if (counter == 'h64) 
            begin
            counter <= 0;
            count <= count+1;
            end
        else begin counter <= counter + 1'h1; end
	end
endmodule
$ cat /design/flow/config.mk
export PLATFORM = sky130hd
export DESIGN_NAME = us_timer
export DESIGN_NICKNAME = us_timer
export VERILOG_FILES = /design/flow/design.v
export SDC_FILE = /design/flow/constraint.sdc
export NUM_CORES = 4
export LEC_CHECK = 1
export CORE_UTILIZATION = 40
==> ds_physical_params.txt <==
Physical implementation characteristics

Parameter                              Value

Pwr
  Combinational Power Share .................. 0
  Internal power component .................. 0.000296 W
  Switch Pwr .................. 0.0000695 W
  Worst vdd rail ir drop .................. 0.000109 V
  Switching portion of total power .................. 0.190
  Sequential share of power .................. 0.631
  PwrDens .................. 153 nW/um2
  Clock group share of total power .................. 0.369
  Leakage power .................. 0.955 nW

Setup path
  Cell with the biggest individual delay on the critical path .................. sky130_fd_sc_hd__clkdlybuf4s50_1
  Startpoint class of the critical path .................. flop
  R2r endpoint .................. count[14]$_DFFE_PN_
  Source of the critical timing path .................. count[8]$_DFFE_PN_
  Gate family responsible for the most delay along the worst path .................. buffers and inverters
  CP Cell Sequence .................. clkdlybuf4s50_1
  Classification of the worst setup path .................. flop to output pin
  Launch instance of the worst register-to-register path .................. count[0]$_DFFE_PN_
  Maximum single-stage delay on the critical path .................. 0.50 ns
  Cell depth of the worst flop-to-flop path .................. 5
  WP data required .................. 6.00 ns
  Critical path arrival .................. 1.25 ns
  Worst Path Max Fanout .................. 6
  Slack of the worst reg-to-reg path .................. 5.30 ns
  Worst Path Buf+Inv .................. 1
  Element type at the critical path end .................. output pin

Floorplan
  Share of the core filled by cells before placement .................. 0.428
  Site row count .................. 24
  Chip footprint .................. 5100 um2
  Count of pins on the block boundary .................. 33
  Core region area .................. 4500 um2
  Height of the die .................. 71.4 um
  Overall die width .................. 71.4 um

Logic synthesis
  Avg Synthesized Cell Area .................. 12.3 um2
  Area of the synthesized netlist per yosys stat .................. 1930 um2
  Count of warnings emitted by yosys .................. 1
  Post-Synth AOI/OAI Area .................. 0
  Yosys simple share .................. 0.228
  Number of library cell types mapped by synthesis .................. 23
  Number of register bits inferred by synthesis .................. 39
  Yosys Instances .................. 156
  Share of the synthesized netlist area taken by xor and xnor gates .................. 0.159
  Synth Area in Adders .................. 0.0195
  Share of cell area taken by muxes after synthesis .................. 0
  Top non-seq family .................. simple AND/OR/NAND/NOR gates
  Cells after Synth .................. 156
  Seq share, synth .................. 0.572
  Area of the mapped netlist .................. 1930 um2

STA
  Accumulated negative setup slack .................. 0 ns
  Worst path setup slack after routing .................. 4.75 ns
  Unrepaired setup endpoints after global routing .................. no
  Final setup fails .................. 0
  F_max .................. 364 MHz
  Final hold violation count .................. 0
  Worst slew margin relative to its limit .................. 0.438
  Worst Tran Pin Value .................. 0.838 ns
  Final critical-path share of the clock period .................. 0.366
  Maximum clock skew at final layout .................. 0.00457 ns
  Min Clock Period, post-route .................. 2.75 ns
  Worst hold slack .................. 0.470 ns
  Number of max-slew violations in the final report .................. 0

Min path
  Hold Path Depth .................. 1
  Min-Delay Endpoint .................. counter[0]$_SDFF_PN0_
  Class of the tightest hold or removal check .................. flop to flop
  Origin of the worst min-delay path .................. counter[0]$_SDFF_PN0_

Clock network
  Setup Fix Bufs, Post-CTS .................. 0
  Post-CTS resize count .................. 0
  Root Buffer .................. sky130_fd_sc_hd__clkbuf_8
  Number of sinks handled by clock tree synthesis .................. 39
  Hold bufs inserted after CTS .................. 0
  Clock-pin slew on the worst setup and hold paths .................. 0.07 ns
  H-tree depth .................. 2
  Insertion Delay late pin .................. 0.29 ns
  Clock tree from TritonCTS .................. done
  TritonCTS buffer count .................. 5
  Maximum root-to-sink buffer count .................. 2

Routing
  Average vias per placed instance .................. 5.30
  Overall via count from detail_route .................. 1303
  First DRT Iteration DRCs .................. 89
  Number of antenna cells inserted .................. 0
  Post-Route WL .................. 3460 um
  Wirelength per Cell .................. 14.1 um
  Router iterations before antenna repair .................. 21
  Antenna violation net count after detailed routing .................. 0
  Number of remaining DRC errors .................. 0

Placed design
  Weighted congestion at the end of routability-driven global placement .................. 0.769
  Post-detail-place hpwl .................. 2310 um
  Number of buffer cells added on primary ports .................. 32
  Post-Place Worst Slack .................. 5.06 ns

Finish
  Post-route core utilization .................. 0.530
  Area Growth Syn to Fin .................. 23.9%
  Fraction of layout instances using a drive strength above 1 .................. 0.103
  Fillers .................. 384

Status
  Run status .................. finished clean

GRT
  Overall fraction of global-route tracks in use .................. 0.148
  GRT Residual Overflow .................. 0
  Antenna violations before repair .................. 0
  Via count of the first global-routing pass .................. 1170
  Pin count of the biggest net entering global routing .................. 28
  Global-route wire length before repair .................. 5620 um

Run
  Max-cap violations .................. 0
  Count of tool warnings .................. 26
cell usage in the layout, fill, tap and decap left out, types with 6 or more instances in the layout:
cell / n
sky130_fd_sc_hd__clkdlybuf4s50_1: 32
sky130_fd_sc_hd__xor2_1: 21
sky130_fd_sc_hd__nand3_1: 9
sky130_fd_sc_hd__nor2_1: 14
sky130_fd_sc_hd__dfxtp_1: 7
sky130_fd_sc_hd__nand4_1: 6
sky130_fd_sc_hd__inv_1: 6
sky130_fd_sc_hd__xnor2_1: 14
sky130_fd_sc_hd__nand2_1: 13
sky130_fd_sc_hd__edfxtp_1: 32
metal layers:
metal	global-route usage	share of wire
met5	0	0
met4	0.0156	0.0058
met3	0.0428	0.048
met2	0.214	0.46
met1	0.248	0.49
Yosys cell counts, drive strengths merged:
library cell | number | area, um2
nand4 | 9 | 75.1
nor4 | 7 | 80.1
nand2 | 13 | 48.8
xnor2 | 14 | 123
and3 | 4 | 25.0
or4b | 1 | 13.8
nand3 | 9 | 45.0
xor2 | 21 | 184
buf | 1 | 11.3
nor3 | 8 | 60.1
or2 | 1 | 6.26
nor2b | 1 | 6.26
edfxtp | 32 | 961
nor2 | 14 | 52.6
dfxtp | 7 | 140
inv | 6 | 22.5
and4 | 3 | 26.3
clkbuf | 2 | 7.51
ha | 3 | 37.5
through the flow:
stage / cells / power [W] / instance area, um2
after CTS: 246 / 0.000370 / 2390
after global routing: 246 / 0.000377 / 2390
after detailed placement: 238 / 0.000235 / 2300
final: 246 / 0.000365 / 2390
after global placement: 238 / 0.000235 / 2300
after floorplan: 156 / 0.000235 / 1930
logic make-up (layout without fill, tap and decap cells):
family | count (synthesis) | count (layout)
and+or+nand+nor | 70 | 70
DFF | 39 | 39
xor gates and xnor gates | 35 | 35
buffers and inverters | 9 | 47
adders and majority gates | 3 | 3
area by class of cell:
| class | count | area [um2] | area share |
|---|---|---|---|
| clock inverters | 1 | 5.00 | 0.00210 |
| multi-input cells | 108 | 788 | 0.330 |
| inverters | 6 | 22.5 | 0.00944 |
| repair buffers | 33 | 328 | 0.137 |
| clock buffers | 7 | 76.3 | 0.0320 |
| flip-flops and latches | 39 | 1100 | 0.461 |
| well taps | 52 | 65.1 | 0.0273 |
sequential cells by signal, summed over array words and instances, names as in the netlist:
signal,cells
count,32
counter,7
power groups by stage:
stage | sequential [W] | clock [W] | combinational, W
after CTS | 0.000231 | 0.000140 | 0.000000000484
after global routing | 0.000230 | 0.000147 | 0.000000000484
final | 0.000231 | 0.000135 | 0.000000000484
worst max path at each step:
stage | end | slack (ns) | cells past startpoint
after CTS | time_stamp[8] | 4.74 | 1
after global routing | time_stamp[12] | 4.69 | 1
final | time_stamp[8] | 4.75 | 1
No activity file was given, so power comes from the tool's default toggle rates.
